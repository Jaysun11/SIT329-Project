<file path="flow/run.sh">
#!/bin/bash
# OpenROAD 26Q1-2900-gdf79404cd8, Yosys 0.63+post, stock flow scripts
make -C /OpenROAD-flow-scripts/flow DESIGN_CONFIG=/design/flow/config.mk WORK_HOME=/design/flow/orfs finish
</file>
<file path="flow/config.mk">
export PLATFORM = sky130hd
export DESIGN_NAME = DHT11READER
export DESIGN_NICKNAME = DHT11READER
export VERILOG_FILES = /design/flow/design.v
export SDC_FILE = /design/flow/constraint.sdc
export NUM_CORES = 4
export LEC_CHECK = 1
export CORE_UTILIZATION = 50
</file>
<file path="flow/constraint.sdc">
current_design DHT11READER

set clk_period 4.0
set clk_io_pct 0.2

create_clock -name clk0 -period $clk_period [get_ports {clk}]

set non_clock_inputs [all_inputs -no_clocks]
set_input_delay [expr $clk_period * $clk_io_pct] -clock clk0 $non_clock_inputs
set_output_delay [expr $clk_period * $clk_io_pct] -clock clk0 [all_outputs]
</file>
<file path="flow/design.v">
module DHT11READER(
	input  clk,
	input rst_n,
	inout dht11,
	output reg [31:0] data_valid,
	output reg [7:0] LED 
);
reg [7:0] temp_integer = 8'd0;
reg [2:0] cur_state;
reg [2:0] next_state;
reg [4:0] clk_cnt;
reg clk_1m;
reg [20:0] us_cnt;
reg us_cnt_clr;
reg [39:0] data_temp;
reg step;
reg [5:0] data_cnt;
reg dht11_buffer;
reg dht11_d0;
reg dht11_d1;
wire dht11_pos;
wire dht11_neg;
assign dht11 = dht11_buffer; 
assign dht11_pos = ~dht11_d1 & dht11_d0;
assign dht11_neg = dht11_d1 & ~dht11_d0;
always @(posedge clk or negedge rst_n) begin
if (!rst_n)
	begin
		clk_cnt <= 5'd0;
		clk_1m <= 1'b0;
	end
else if (clk_cnt <5'd24)
	clk_cnt <= clk_cnt + 1'b1;
else 
	begin
		clk_cnt <= 5'd0;
		clk_1m <= ~ clk_1m;
	end
end
always @(posedge clk_1m or negedge rst_n) begin
	if (!rst_n) 
		begin
			dht11_d0 <= 1'b1;
			dht11_d1 <= 1'b1;
		end
	else 
		begin
			dht11_d0 <= dht11;
			dht11_d1 <= dht11_d0;
		end
end
always @(posedge clk_1m or negedge rst_n) begin
	if (!rst_n)
		us_cnt <= 21'd0;
	else if (us_cnt_clr)
		us_cnt <= 21'd0;
	else
		us_cnt <= us_cnt + 1'b1;
end
always @(posedge clk_1m or negedge rst_n) begin
if (!rst_n)
	cur_state <= 3'd0;
else
	cur_state <= next_state;
end
always @(posedge clk_1m or negedge rst_n) begin
if(!rst_n)
	begin
		next_state <= 3'd0;
		data_temp <= 40'd0;
		step <= 1'b0;
		us_cnt_clr <= 1'b0;
		data_cnt <= 6'd0;
		dht11_buffer <= 1'bz;
	end
else
	begin
		case (cur_state)
		3'd0: 
		begin
			if(us_cnt < 1000_000)
				begin
					dht11_buffer <= 1'bz;
					us_cnt_clr <= 1'b0;
				end
			else
				begin
					next_state <= 3'd1;
					us_cnt_clr <= 1'b1;
				end
		end
	3'd1:
	begin
		if(us_cnt <20000) 
			begin
				dht11_buffer <= 1'b0;
				us_cnt_clr <= 1'b0;
			end
		else 
			begin
			dht11_buffer <= 1'bz;
			next_state <= 3'd2;
			us_cnt_clr <= 1'b1;
		end
	end
	3'd2:
	begin
		if (us_cnt <20) 
			begin
				us_cnt_clr <= 1'b0;
				if(dht11_neg)
					begin
						next_state <= 3'd3;
						us_cnt_clr <= 1'b1;
					end
			end
		else
			next_state <= 3'd6;
	end
	3'd3:
	begin
		if(dht11_pos)
			next_state <= 3'd4;
	end
	3'd4:
	begin
		if(dht11_neg) 
			begin
				next_state <= 3'd5;
				us_cnt_clr <= 1'b1;
		end
		else 
			begin
				data_cnt <= 6'd0;
				data_temp <= 40'd0;
				step <= 1'b0;
			end
	end
	3'd5: 
		begin
			case(step)
				0: 
					begin
						if(dht11_pos) 
							begin
								step <= 1'b1;
								us_cnt_clr <= 1'b1;
							end
						else
							us_cnt_clr <= 1'b0;
					end
				1:
					begin
						if(dht11_neg) 
							begin
								data_cnt <= data_cnt + 1'b1;
								if(us_cnt <60)
									data_temp <= {data_temp[38:0],1'b0};
								else
									data_temp <= {data_temp[38:0],1'b1};
									step <= 1'b0;
									us_cnt_clr <= 1'b1;
							end
						else
							us_cnt_clr <= 1'b0;
					end
			endcase
			if(data_cnt == 40) 
				begin
                next_state <= 3'd6;
                if(data_temp[7:0] == data_temp[39:32] + data_temp[31:24] + data_temp[23:16] + data_temp[15:8])
                    data_valid <= data_temp[39:8];
						  LED = data_temp[23:16];
				end
	end 
   3'd6:
		begin
            if(us_cnt <2000_000)
                us_cnt_clr <= 1'b0;
            else begin
                next_state <= 3'd1;      
                us_cnt_clr <= 1'b1;
            end
        end
        default:;
    endcase
	end 
end		
endmodule
</file>
==> impl_metrics.py <==
# Metrics from the implementation run
metrics = {
    "run_status": {
        "outcome": "finished, final reports clean",
    },
    "detailed_routing": {
        "route.antenna.remaining_nets": 0,
        "detail_route.first_pass.iterations": 4,
        "wl_per_cell_um": 15.08,
        "wirelength_um": 9033,
        "route.detailed.vias_per_inst": 5.421,
        "via_count": 3247,
        "num_antenna_cells": 0,
        "first_iter_violations": 90,
        "drc": 0,
    },
    "logic_synthesis": {
        "synth_warnings": 4,
        "yosysCellCount": 425,
        "synth.largest_area_cell": "sky130_fd_sc_hd__dfrtp_1",
        "dominantRegCellSynth": "sky130_fd_sc_hd__dfrtp_1",
        "post_synth_main_area_contributors": "sky130_fd_sc_hd__dfrtp_1 36%, sky130_fd_sc_hd__edfxtp_1 22%, sky130_fd_sc_hd__a22o_1 6.3%, sky130_fd_sc_hd__fa_1 5.0%, sky130_fd_sc_hd__xor2_1 3.5%",
        "ys_chip_area_mm2": 0.005562,
        "numSynthFlops": 123,
        "post_synthesis_cells": 425,
        "edf_count": 40,
        "synth.lib_cells_used.distinct": 50,
        "synth_top_area_share_pct": 36.45,
        "synth_cell_area_mm2": 0.005562,
        "async_reset_ff_share_pct": 67.48,
        "ys_seq_share_pct": 58.99,
        "synth_area_per_cell_um2": 13.09,
    },
    "grt": {
        "grt.overflow.total": 0,
        "largest_net_degree_at_the_start_of_global_routing": 96,
        "grtUsageTotal_pct": 18.37,
        "antenna_violations_before_repair": 0,
        "first_global_vias": 3192,
        "grt_pass1_wl_um": 15800,
    },
    "placed_design": {
        "place.port_buffers": 41,
        "routability_congestion": 0.8273,
        "hpwlAfterDp_um": 6483,
    },
    "die": {
        "chipHeight_um": 107.5,
        "top_level_ports": 43,
        "placeable_core_area_mm2": 0.01084,
        "die.size.x_um": 107.5,
        "core.rowCount": 38,
        "initial_utilization_pct": 51.30,
        "fp.dieArea_mm2": 0.01155,
    },
    "clock_network": {
        "cts-hold-fix-buffers": 0,
        "clockBufferDepth": 2,
        "cts-root-buf": "sky130_fd_sc_hd__clkbuf_8",
        "clock_tree_from_tritoncts": "done",
        "cts_post_setup_buffers_inserted": 0,
        "cts.clk_slew.worst_paths_ns": 0.04,
        "clock.latency.late_pin_ns": 0.22,
        "post_cts.resized_instances": 0,
        "cts-buffers-inserted": 3,
        "h_tree_depth": 1,
    },
    "min_path": {
        "hold_path.class": "reg2reg",
    },
    "final_timing": {
        "timing.fmax_ghz": 1.068,
        "number_of_register_pins_that_no_clock_reaches": 117,
        "timing.final.max_slew_violations": 0,
        "endpoints_left_unconstrained": 196,
        "post-route-min-period_ns": 0.9362,
        "timing.max_slew.rel_slack_pct": 46.69,
        "post-route-period-util_pct": 23.41,
        "finalHoldViolCount": 0,
        "finalSetupViolations": 0,
        "unrepaired_setup_endpoints_after_global_routing": "false",
        "timing.setup.tns_ns": 0,
        "clock_skew_ns": 0.001653,
        "worst-slew-pin-transition_ns": 0.7996,
    },
    "critical_path": {
        "r2r_slack_ns": 3.06,
        "required_ns": 4.10,
        "worst_setup_path_end_kind": "flop",
        "critical_path.max_fanout": 3,
        "cp-start-kind": "flop",
        "worst-endpoint-arrival_ns": 1.03,
        "critPathKind": "reg2reg",
    },
    "pwr": {
        "p_total_uw": 172.6,
        "irDropWorstVdd_v": 0.0002252,
        "power.density_cell_area_mw_per_mm2": 28.16,
        "power_leakage_uw": 0.002569,
    },
    "layout": {
        "fraction_of_layout_instances_using_a_drive_strength_above_1_pct": 6.972,
        "final_common_cell": "sky130_fd_sc_hd__dfrtp_1",
        "area_growth_syn_to_layout_pct": 10.21,
        "mostFrequentLayoutCells": "80 x sky130_fd_sc_hd__dfrtp_1, 40 x sky130_fd_sc_hd__edfxtp_1, 40 x sky130_fd_sc_hd__a22o_1, 40 x sky130_fd_sc_hd__clkdlybuf4s50_1, 31 x sky130_fd_sc_hd__nor2_1",
        "fillers": 878,
    },
    "job": {
        "timing.max_cap.violations": 0,
        "openroad.warnings": 26,
    },
}
## critical path, stage by stage (launching register included)
cell and delay (ns):
sky130_fd_sc_hd__dfrtp_1 0.39, sky130_fd_sc_hd__ha_1 0.22, sky130_fd_sc_hd__xnor2_1 0.15, sky130_fd_sc_hd__a21oi_1 0.05
## layout make-up
type / count / area, µm² / area share, %
clock buffer: 4 / 45.04 / 0.7348
inverter: 20 / 75.07 / 1.225
multi-input combinational: 264 / 2092 / 34.13
sequential: 123 / 3282 / 53.54
tap: 140 / 175.2 / 2.858
timing repair buffer: 48 / 460.4 / 7.512
## where the power goes
part	switching, µW	internal, µW
Combinational	16.0	1.37
Clock	26.2	68.5
Sequential	0	60.5
Total	42.2	130
## sequential cells by signal, summed over array words and instances, names as in the netlist
| name | flops |
|---|---|
| clk_cnt | 5 |
| data_cnt | 6 |
| data_valid | 32 |
| dht11_d1 | 1 |
| next_state | 3 |
| us_cnt_clr | 1 |
| LED | 8 |
| data_temp | 40 |
| dht11_d0 | 1 |
| us_cnt | 21 |
| clk_1m | 1 |
| step | 1 |
| cur_state | 3 |
## final timing paths
check / start / endpoint / cells past startpoint
setup / recovery: clk_cnt[0] / clk_cnt[2] / 3
hold / removal: clk_cnt[0] / clk_cnt[0] / 1
setup reg to reg: clk_cnt[0] / clk_cnt[2] / 3
hold reg to reg: clk_cnt[0] / clk_cnt[0] / 1
max in group asynchronous: rst_n / clk_1m / 1
min in group asynchronous: rst_n / clk_cnt[2] / 1
## metal layers
metal | up-vias | GRT usage, % | wire length (µm)
met5 | - | 0 | 0
met4 | 0 | 1.272 | 86
met3 | 2 | 1.481 | 221
met2 | 50 | 29.54 | 4473
met1 | 1605 | 31.49 | 4251
li1 | 1590 | - | -
## per-stage QoR
stage               std cells  util (%)  worst slack (ns)  hold WS (ns)  area (µm²)
floorplan                 426         -             2.042        0.4270        5565
global placement          595     56.13             2.860        0.4398        6085
detailed placement        595     56.13             2.852        0.4590        6085
CTS                       599     56.54             3.053        0.4646        6130
global route              599     56.54             2.971        0.4891        6130
finish                    599     56.54             3.064        0.4583        6130
## cells by family (layout without fill, tap and decap cells)
group / count (synthesis) / after routing / synth area share (%)
XOR/XNOR: 40 / 40 / 6.299
adder cells (fa/ha/maj): 25 / 25 / 7.514
AND-OR/OR-AND: 82 / 82 / 11.16
AND/OR/NAND/NOR: 109 / 109 / 10.96
other: 1 / 2 / 0.06743
flip-flops: 123 / 123 / 58.99
buffers and inverters: 39 / 72 / 3.824
multiplexers: 6 / 6 / 1.192
## synthesized netlist by cell type (all sizes together), types with 4 or more instances
library cell   n
nand3         13
fa            14
and3           4
edfxtp        40
buf           10
o31ai          5
inv           20
nand4         12
nor3           8
xnor2         18
a21oi         12
mux2           5
a22o          40
clkbuf         9
nand2         11
dfrtp         81
o21ai         11
ha            11
nor2          32
xor2          22
nor4           8
Power figures rest on the tool's default switching activity, not on a simulated workload.
